===== flow/constraint.sdc =====
current_design execute_cycle

set clk_period 14.2
set clk_io_pct 0.2

create_clock -name clk0 -period $clk_period [get_ports {clk}]

set non_clock_inputs [all_inputs -no_clocks]
set_input_delay [expr $clk_period * $clk_io_pct] -clock clk0 $non_clock_inputs
set_output_delay [expr $clk_period * $clk_io_pct] -clock clk0 [all_outputs]

===== flow/run.sh =====
#!/bin/bash
# OpenROAD 26Q1-2900-gdf79404cd8, Yosys 0.63+post, stock flow scripts
make -C /OpenROAD-flow-scripts/flow DESIGN_CONFIG=/design/flow/config.mk WORK_HOME=/design/flow/orfs finish

===== flow/design.v =====
module ALU(A, B, Result, ALUControl, Zero);
    input [31:0] A, B;
    input [2:0] ALUControl;
    output [31:0] Result;
    output Zero;
    wire [31:0] sum = ALUControl[0] ? (A - B) : (A + B);
    assign Result = (ALUControl == 3'b000) ? sum :
                    (ALUControl == 3'b010) ? A & B :
                    (ALUControl == 3'b011) ? A | B :
                    (ALUControl == 3'b101) ? {{31{1'b0}}, sum[31]} : 0;
    assign Zero = ~|Result;
endmodule
module execute_cycle(clk, rst, RegWriteE, ALUSrcE, MemWriteE, ResultSrcE, BranchE,
                     ALUControlE, RD1_E, RD2_E, Imm_Ext_E, RD_E, PCE, PCPlus4E,
                     PCSrcE, PCTargetE, RegWriteM, MemWriteM, ResultSrcM,
                     RD_M, PCPlus4M, WriteDataM, ALU_ResultM, ResultW,
                     ForwardA_E, ForwardB_E);
    input clk, rst, RegWriteE, ALUSrcE, MemWriteE, ResultSrcE, BranchE;
    input [2:0] ALUControlE;
    input [31:0] RD1_E, RD2_E, Imm_Ext_E, PCE, PCPlus4E, ResultW;
    input [1:0] ForwardA_E, ForwardB_E;
    input [4:0] RD_E;
    output PCSrcE, RegWriteM, MemWriteM, ResultSrcM;
    output [4:0] RD_M;
    output [31:0] PCPlus4M, WriteDataM, ALU_ResultM, PCTargetE;
    wire [31:0] Src_A, Src_B_interim, Src_B, ResultE;
    wire ZeroE;
    reg RegWriteE_r, MemWriteE_r, ResultSrcE_r;
    reg [4:0] RD_E_r;
    reg [31:0] PCPlus4E_r, RD2_E_r, ResultE_r;
    Mux_3_by_1 srcA_mux (.a(RD1_E), .b(ResultW), .c(ALU_ResultM), .s(ForwardA_E), .d(Src_A));
    Mux_3_by_1 srcB_mux (.a(RD2_E), .b(ResultW), .c(ALU_ResultM), .s(ForwardB_E), .d(Src_B_interim));
    Mux alu_src_mux (.a(Src_B_interim), .b(Imm_Ext_E), .s(ALUSrcE), .c(Src_B));
    ALU alu (.A(Src_A), .B(Src_B), .Result(ResultE), .ALUControl(ALUControlE), .Zero(ZeroE));
    PC_Adder branch_adder (.a(PCE), .b(Imm_Ext_E), .c(PCTargetE));
    always @(posedge clk or negedge rst) begin
        if (!rst) begin
            RegWriteE_r <= 0; MemWriteE_r <= 0; ResultSrcE_r <= 0;
            RD_E_r <= 0; PCPlus4E_r <= 0; RD2_E_r <= 0; ResultE_r <= 0;
        end else begin
            RegWriteE_r <= RegWriteE; MemWriteE_r <= MemWriteE; ResultSrcE_r <= ResultSrcE;
            RD_E_r <= RD_E; PCPlus4E_r <= PCPlus4E; RD2_E_r <= Src_B_interim; ResultE_r <= ResultE;
        end
    end
    assign PCSrcE      = ZeroE & BranchE;
    assign RegWriteM   = RegWriteE_r;
    assign MemWriteM   = MemWriteE_r;
    assign ResultSrcM  = ResultSrcE_r;
    assign RD_M        = RD_E_r;
    assign PCPlus4M    = PCPlus4E_r;
    assign WriteDataM  = RD2_E_r;
    assign ALU_ResultM = ResultE_r;
endmodule
module Mux(a, b, s, c);
    input [31:0] a, b;
    input s;
    output [31:0] c;
    assign c = s ? b : a;
endmodule
module Mux_3_by_1(a, b, c, s, d);
    input [31:0] a, b, c;
    input [1:0] s;
    output [31:0] d;
    assign d = s[1] ? c : (s[0] ? b : a);
endmodule
module PC_Adder(a, b, c);
    input [31:0] a, b;
    output [31:0] c;
    assign c = a + b;
endmodule

===== flow/config.mk =====
export PLATFORM = sky130hd
export DESIGN_NAME = execute_cycle
export DESIGN_NICKNAME = execute_cycle
export VERILOG_FILES = /design/flow/design.v
export SDC_FILE = /design/flow/constraint.sdc
export NUM_CORES = 4
export LEC_CHECK = 1
export CORE_AREA = 10 10 222 222
export DIE_AREA = 0 0 232 232

==> results_dict.tcl <==
# place-and-route summary
set metrics [dict create \
    insertion_delay_ns 0.38 \
    cts.clk_slew.worst_paths_ns 0.08 \
    finalCritPeriodShare_pct 92.0 \
    synthSimpleGateAreaFrac_pct 16.2 \
    synth.avg_cell_area_um2 8.57 \
    dp.cells 1981 \
    top_cell "nand2_1" \
    syn_area_um2 9230 \
    top_logic_kind "AND-OR/OR-AND gates" \
    postCtsSetupBuffers 0 \
    ctsHoldBuffers 0 \
    fillCellCount 4585 \
    crit_path_max_fanout 41 \
    totalWireLength_um 42600 \
    postSynthSeqShare_pct 28.2 \
    hpwl_um 35900 \
    worstSetupPathType "in -> out" \
    p_leak_nw 5.61 \
    cts_buffer_depth 2 \
    firstDrtPassIters 5 \
    cts_root_buffer "clkbuf_16" \
    synth_chip_area_um2 9230 \
    setup_viol 0 \
    regArea_um2 2600 \
    cp-end-kind "output port" \
    place_congestion 0.947 \
    maxSlewViolCount 0 \
    maxSlewHeadroom_pct 42.5 \
    fmax_mhz 76.5 \
    grt_pass1_wl_um 61900 \
    powerDensity_nw_per_um2 92.4 \
    synthesis.instances 1077 \
    htreeDepth 3 \
    grt_max_degree 69 \
    fp-row-count 77 \
    top_area_cell "dfrtp_1" \
    grt_pass1_vias 9451 \
    hold_path_class "reg -> reg" \
    cts_tree "built" \
    ys_cells 1077 \
    die_w_um 232 \
    final_cells 1997 \
    yosys-top-cells-count "nand2_1 (108), dfrtp_1 (104), o21ai_0 (95)" \
    synth_top_area_share_pct 28.2 \
    final_antenna_net_count 0 \
    ioPinCount 348 \
    area_growth_pct 47.1 \
    worst_pin_slew_ns 0.853 \
    warning_count 27 \
    mux_area_share_pct 9.82 \
    viasPerCell 4.69 \
    via_count 9363 \
    drive_above_1_share_pct 4.27 \
    ir_drop_mv 0.0622 \
    die_area_um2 53800 \
    drt_iter0_drc 617 \
    worst-endpoint-required_ns 11.36 \
    fp-utilization_pct 20.8 \
    synth_cell_type_count 83 \
    finalHoldViolCount 0 \
    clock_sinks 104 \
    chipHeight_um 232 \
    cts_resized 0 \
    avgRoutedWirePerCell_um 21.3 \
    coreArea_um2 44300 \
    topCellsByArea "dfrtp_1 (28%), ha_1 (8.8%), mux2i_1 (8.4%)" \
    layout_min_cycle_time_ns 13.06 \
    fa_ha_area_share_pct 12.4 \
    finalCoreUtilization_pct 30.6 \
    synthArstFlopShare_pct 100 \
    drc_errors 0 \
    xor_share_pct 7.97 \
    numCtsBuffers 9 \
    status "finished, final reports clean" \
    final.setup_skew_ns 0.0113 \
    crit_path_start_kind "input pin" \
    rsz0062_at_grt "false" \
    worstPathArrival_ns 10.22 \
    gr-total-overflow 0 \
    finalSetupTns_ns 0 \
    ys.flops 104 \
    io_buffer_count 347 \
    antenna_found_initial 0 \
    grt_use_total_pct 15.3 \
    flop_cell "dfrtp_1" \
    maxCapViolCount 0 \
    comb_area_um2 6200 \
    compound_area_share_pct 20.9 \
    yosysWarningCount 1 \
    synth-edff-count 0 \
]
## cells in the final DEF (no fill, tap or decap), types with 22 or more instances in the layout
master | netlist | final
inv_1 | 39 | 39
xnor2_1 | 62 | 62
nand2_1 | 108 | 108
xor2_1 | 22 | 22
nor2_1 | 80 | 80
dfrtp_1 | 104 | 104
o21ai_0 | 95 | 95
maj3_1 | 29 | 29
a21o_1 | 22 | 22
a21oi_1 | 85 | 85
clkdlybuf4s50_1 | 0 | 340
ha_1 | 65 | 65
mux2i_1 | 77 | 77
## registers in the layout, indices dropped and copies added, names as in the netlist
register and flops:
PCPlus4E_r 32, RegWriteE_r 1, ResultSrcE_r 1, RD_E_r 5, ResultE_r 32, MemWriteE_r 1, RD2_E_r 32
## final timing paths
kind | start | end | slack (ns) | cells past startpoint
min | ResultE_r[25] | RD2_E_r[25] | 0.58 | 2
max reg2reg | ResultE_r[0] | ResultE_r[0] | 8.17 | 23
min in group asynchronous | rst | PCPlus4E_r[18] | 2.40 | 1
min reg2reg | ResultE_r[25] | RD2_E_r[25] | 0.58 | 2
max in group asynchronous | rst | ResultE_r[4] | 10.83 | 2
max | ForwardB_E[1] | PCSrcE | 1.14 | 23
## per-layer routing
| layer | share of wire [%] | GRT usage (%) | routed length [µm] |
|---|---|---|---|
| met5 | 0 | 0 | 0 |
| met3 | 5.5 | 2.25 | 2330 |
| met4 | 2.2 | 2.84 | 935 |
| met1 | 42 | 19.9 | 17900 |
| met2 | 50 | 26.7 | 21400 |
## through the flow
stage / total power, mW / setup slack [ns] / cell area, µm² / hold WS, ns
floorplan: 0.666 / 2.02 / 9230 / 0.455
global placement: 0.955 / 1.32 / 13200 / 0.571
detailed placement: 0.952 / 1.21 / 13200 / 0.566
CTS: 1.27 / 1.18 / 13600 / 0.587
global route: 1.33 / 0.649 / 13600 / 0.619
finish: 1.25 / 1.14 / 13600 / 0.585
## area by class of cell
class | count | area share, %
multi-input combinational | 887 | 45.7
inverter | 40 | 1.11
clock inverter | 4 | 0.728
clock buffer | 11 | 1.86
antenna | 1 | 0.0184
sequential | 104 | 19.2
tap | 592 | 5.46
timing repair buffer | 358 | 26.0
## report_power, final
group	total, mW	internal [mW]	switching, mW
logic	0.604	0.301	0.304
registers	0.344	0.323	0.0203
clock network	0.307	0.182	0.125
total	1.25	0.806	0.449
## worst max-delay path, stage by stage
cell,delay (ns)
buf_2,0.27
buf_4,0.42
o21ai_0,0.36
mux2i_1,0.38
ha_1,0.24
o21a_1,0.20
nand3_1,0.17
nor3_1,0.28
nor4b_1,0.57
and4b_1,0.36
nor2_1,0.07
xnor2_1,0.15
ha_1,0.36
nand4_1,0.14
o41ai_1,0.71
a21oi_1,0.23
xnor2_1,0.26
o21ai_2,0.07
or4_1,0.51
or4_1,0.47
or4_1,0.43
nor4_2,0.15
clkdlybuf4s50_1,0.56
## kinds of logic (layout without fill, tap and decap cells)
family                   Yosys count  in the layout
XOR/XNOR                          84             84
multiplexers                      89             89
flip-flops                       104            104
buffers and inverters             86            413
AND-OR/OR-AND                    306            306
adder cells (fa/ha/maj)           96             96
other                              0              1
AND/OR/NAND/NOR                  312            312
Power figures rest on the tool's default switching activity, not on a simulated workload.
