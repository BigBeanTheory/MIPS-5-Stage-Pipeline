File: /design/flow/config.mk
export PLATFORM = sky130hd
export DESIGN_NAME = decode_cycle
export DESIGN_NICKNAME = decode_cycle
export VERILOG_FILES = /design/flow/design.v
export SDC_FILE = /design/flow/constraint.sdc
export NUM_CORES = 4
export LEC_CHECK = 1
export CORE_UTILIZATION = 30
File: /design/flow/constraint.sdc
current_design decode_cycle

set clk_period 2.0
set clk_io_pct 0.2

create_clock -name clk0 -period $clk_period [get_ports {clk}]

set non_clock_inputs [all_inputs -no_clocks]
set_input_delay [expr $clk_period * $clk_io_pct] -clock clk0 $non_clock_inputs
set_output_delay [expr $clk_period * $clk_io_pct] -clock clk0 [all_outputs]
File: /design/flow/design.v
module Control_Unit_Top(Op, RegWrite, ImmSrc, ALUSrc, MemWrite, ResultSrc, Branch, funct3, funct7, ALUControl);
    input [6:0] Op, funct7;
    input [2:0] funct3;
    output RegWrite, ALUSrc, MemWrite, ResultSrc, Branch;
    output [1:0] ImmSrc;
    output [2:0] ALUControl;
    assign RegWrite = (Op == 7'b0110011 || Op == 7'b0000011 || Op == 7'b0010011);
    assign MemWrite = (Op == 7'b0100011);
    assign ResultSrc = (Op == 7'b0000011);
    assign ALUSrc = (Op == 7'b0000011 || Op == 7'b0100011 || Op == 7'b0010011);
    assign Branch = (Op == 7'b1100011);
    assign ImmSrc = (Op == 7'b0100011) ? 2'b01 : (Op == 7'b1100011) ? 2'b10 : 2'b00;
    assign ALUControl = (Op == 7'b0000011 || Op == 7'b0100011) ? 3'b000 :
                        (Op == 7'b1100011) ? 3'b001 :
                        (funct3 == 3'b000 && funct7 == 7'b0100000) ? 3'b001 :
                        (funct3 == 3'b000) ? 3'b000 :
                        (funct3 == 3'b111) ? 3'b011 :
                        (funct3 == 3'b110) ? 3'b010 :
                        (funct3 == 3'b010) ? 3'b101 : 3'b000;
endmodule
module decode_cycle(clk, rst, InstrD, PCD, PCPlus4D, RegWriteW, RDW, ResultW, RegWriteE, ALUSrcE, MemWriteE, ResultSrcE,
    BranchE, ALUControlE, RD1_E, RD2_E, Imm_Ext_E, RD_E, PCE, PCPlus4E, RS1_E, RS2_E);
    input clk, rst, RegWriteW;
    input [31:0] InstrD, PCD, PCPlus4D, ResultW;
    input [4:0] RDW;
    output RegWriteE, ALUSrcE, MemWriteE, ResultSrcE, BranchE;
    output [2:0] ALUControlE;
    output [31:0] RD1_E, RD2_E, Imm_Ext_E, PCE, PCPlus4E;
    output [4:0] RD_E, RS1_E, RS2_E;
    wire RegWriteD, ALUSrcD, MemWriteD, ResultSrcD, BranchD;
    wire [1:0] ImmSrcD;
    wire [2:0] ALUControlD;
    wire [31:0] RD1_D, RD2_D, Imm_Ext_D;
    reg RegWriteD_r, ALUSrcD_r, MemWriteD_r, ResultSrcD_r, BranchD_r;
    reg [2:0] ALUControlD_r;
    reg [31:0] RD1_D_r, RD2_D_r, Imm_Ext_D_r, PCD_r, PCPlus4D_r;
    reg [4:0] RD_D_r, RS1_D_r, RS2_D_r;
    Control_Unit_Top control (.Op(InstrD[6:0]), .RegWrite(RegWriteD), .ImmSrc(ImmSrcD), .ALUSrc(ALUSrcD),
                              .MemWrite(MemWriteD), .ResultSrc(ResultSrcD), .Branch(BranchD), .funct3(InstrD[14:12]),
                              .funct7(InstrD[31:25]), .ALUControl(ALUControlD));
    Register_File rf (.clk(clk), .rst(rst), .WE3(RegWriteW), .WD3(ResultW), .A1(InstrD[19:15]), .A2(InstrD[24:20]),
                      .A3(RDW), .RD1(RD1_D), .RD2(RD2_D));
    Sign_Extend extension (.In(InstrD), .Imm_Ext(Imm_Ext_D), .ImmSrc(ImmSrcD));
    always @(posedge clk or negedge rst) begin
        if (!rst) begin
            RegWriteD_r <= 0; ALUSrcD_r <= 0; MemWriteD_r <= 0; ResultSrcD_r <= 0; BranchD_r <= 0;
            ALUControlD_r <= 0; RD1_D_r <= 0; RD2_D_r <= 0; Imm_Ext_D_r <= 0; RD_D_r <= 0;
            PCD_r <= 0; PCPlus4D_r <= 0; RS1_D_r <= 0; RS2_D_r <= 0;
        end else begin
            RegWriteD_r <= RegWriteD; ALUSrcD_r <= ALUSrcD; MemWriteD_r <= MemWriteD; ResultSrcD_r <= ResultSrcD; BranchD_r <= BranchD;
            ALUControlD_r <= ALUControlD; RD1_D_r <= RD1_D; RD2_D_r <= RD2_D; Imm_Ext_D_r <= Imm_Ext_D;
            RD_D_r <= InstrD[11:7]; PCD_r <= PCD; PCPlus4D_r <= PCPlus4D;
            RS1_D_r <= InstrD[19:15]; RS2_D_r <= InstrD[24:20];
        end
    end
    assign RegWriteE = RegWriteD_r; assign ALUSrcE = ALUSrcD_r; assign MemWriteE = MemWriteD_r;
    assign ResultSrcE = ResultSrcD_r; assign BranchE = BranchD_r; assign ALUControlE = ALUControlD_r;
    assign RD1_E = RD1_D_r; assign RD2_E = RD2_D_r; assign Imm_Ext_E = Imm_Ext_D_r;
    assign RD_E = RD_D_r; assign PCE = PCD_r; assign PCPlus4E = PCPlus4D_r;
    assign RS1_E = RS1_D_r; assign RS2_E = RS2_D_r;
endmodule
module Register_File(clk, rst, WE3, A1, A2, A3, WD3, RD1, RD2);
    input clk, rst, WE3;
    input [4:0] A1, A2, A3;
    input [31:0] WD3;
    output [31:0] RD1, RD2;
    reg [31:0] registers [31:0];
    integer i;
    always @(posedge clk or negedge rst) begin
        if (!rst) for (i = 0; i < 32; i = i + 1) registers[i] <= 0;
        else if (WE3) registers[A3] <= WD3;
    end
    assign RD1 = (A1 == 0) ? 0 : registers[A1];
    assign RD2 = (A2 == 0) ? 0 : registers[A2];
endmodule
module Sign_Extend(In, Imm_Ext, ImmSrc);
    input [31:0] In;
    input [1:0] ImmSrc;
    output reg [31:0] Imm_Ext;
    always @(*) case(ImmSrc)
        2'b00: Imm_Ext = {{20{In[31]}}, In[31:20]};
        2'b01: Imm_Ext = {{20{In[31]}}, In[31:25], In[11:7]};
        2'b10: Imm_Ext = {{19{In[31]}}, In[31], In[7], In[30:25], In[11:8], 1'b0};
        default: Imm_Ext = 0;
    endcase
endmodule
File: /design/flow/run.sh
#!/bin/bash
# OpenROAD 26Q1-2900-gdf79404cd8, Yosys 0.63+post, stock flow scripts
make -C /OpenROAD-flow-scripts/flow DESIGN_CONFIG=/design/flow/config.mk WORK_HOME=/design/flow/orfs finish
==> metrics.cfg <==
[global_route]
grt_pass1_wl_microns=510000
grt_pass1_vias=55327
grt_start_max_net_pins=71
grt_usage_pct=39.8
overflow=0
antenna_found_initial=48

[routing]
ant_nets=0
drt-pass1-iter-count=9
vias=55630
met3_length_microns=49600
routedWlPerCell_microns=43.1
met2_length_microns=157000
drt_iter0_drc=6230
met1_length_microns=143000
drc_errors=0
viasPerCell=6.26
highest_layer=met5
wirelength_microns=383000

[cells_and_area]
lay_top_count=dfrtp_1
drive_gt1_share_pct=40.7
syn2layout_area_growth_pct=37.2
fin_util_pct=41.6
layout_top_cells=dfrtp_1, mux2_2, buf_4
final_cell_area_sq_um=80300
instances_no_fill=8882

[die]
fp_util_pct=30.3
chipArea_sq_um=197000
ios=319
die_h_microns=444
coreArea_sq_um=193000
rows=161
chipWidth_microns=444

[placed_design]
preCtsSetupSlack_ps=-1330
place_congestion=1.11
dp_hpwl_microns=279000
dpl_cell_area_sq_um=74600
io_buffers=318
place_inst=8521

[pwr]
power_frac_comb_pct=17.4
p_clk_share_pct=38.4
intPower_mw=50.8
leakagePower_nw=35.8
seqPwrFrac_pct=44.2
p_switching_mw=22.5
ir_worst_vdd_mv=0.677
powerDensity_nw_per_um2=914
switching_share_pct=30.7

[clock_network]
max-clock-path-buffers=3
clk_pin_slew_worst_paths_ps=60
cts_root_buf=clkbuf_16
numCtsBuffers=144
clock.latency.late_pin_ps=850
htree_levels=4
cts_tree=done
clkSinkCount=1156

[worst_setup_path]
crit_fanout=17
endpoint_kind=register
start_kind=input port
cp_data_required_time_ps=2760
crit_chain=buf_2 > buf_4 > buf_4 > buf_12 > nand2_1 > o31ai_1 > buf_4 > a221oi_1 > and3_1 > a31oi_1
arrival_ps=2830
cp_slowest_cell=o31ai_1
crit_path_max_incr_delay_ps=690
setup.worst_path.class=input port to register
crit_top_cell=buf_4

[timing]
slew_headroom_pct=39.1
setup_slack_ps=-73.1
rsz0062_at_grt=yes
fmax_ghz=0.482
hold_viol_final=0
finClkSkew_ps=29.4
setup_viol_count_final=9
period_minus_slack_ps=2070
tightest_slew_ps=891
post-route-period-util_pct=104
hold_slack_ps=37.3
slew_violations=0

[synth]
syn_area_sq_um=58500
ys.flops=1156
ys_types=92
yosys_area_sq_um=58500
edf_count=0
postSynthSeqShare_pct=49.4
postSynthAreaPerCell_sq_um=11.4
synth-main-ff-cell=dfrtp_1
async_reset_ff_share_pct=100
top_area_cell=dfrtp_1
topCellsByArea=dfrtp_1, mux2_2, nand3_1, a22oi_1, buf_2
ys_cells=5112
postSynthCellCount=5112
synth_top_area_share_pct=49.4
synth_warnings=4

[outcome]
outcome=complete, but fails checks
violations=setup timing

[run]
warnings=28
drv_cap=0

[min_path]
hold_path_class=input port to register

-- area by class of cell --
class	instances	area [sq um]
Clock buffer	193	4100
Fill cell	18112	113000
Timing Repair Buffer	1510	15700
Sequential cell	1156	29000
Multi-Input combinational cell	3385	27400
Inverter	11	41.3
Clock inverter	69	905
Tap cell	2526	3160
Antenna cell	32	80.1
-- state kept, by name, indices dropped and copies added (netlist names), 3 cells and up --
| signal | count |
|---|---|
| RD1_D_r | 32 |
| PCD_r | 32 |
| RS2_D_r | 5 |
| Imm_Ext_D_r | 13 |
| rf.registers | 992 |
| RD_D_r | 5 |
| RS1_D_r | 5 |
| PCPlus4D_r | 32 |
| ALUControlD_r | 3 |
| RD2_D_r | 32 |
-- cell families after synthesis --
family / synth area share (%)
compound gates: 9.73
xor+xnor: 0.0150
buf+inv: 4.53
flops: 49.4
mux: 22.0
simple gates: 14.3
-- final timing paths --
path | cells after the start | start | slack, ps | to
setup / recovery | 10 | InstrD[17] | -70 | RD1_D_r[22]$_DFF_PN0_
hold / removal | 1 | PCPlus4D[25] | 40 | PCPlus4D_r[25]$_DFF_PN0_
setup reg to reg | 5 | rf.registers[18][25]$_DFFE_PN0P_ | -10 | RD2_D_r[25]$_DFF_PN0_
hold reg to reg | 1 | rf.registers[16][27]$_DFFE_PN0P_ | 530 | rf.registers[16][27]$_DFFE_PN0P_
max in group asynchronous | 5 | rst | 750 | RD1_D_r[3]$_DFF_PN0_
min in group asynchronous | 3 | rst | 570 | BranchD_r$_DFF_PN0_
-- routing by layer --
metal	up-vias	GRT usage [%]
li1	21700	-
met1	28577	51.1
met2	4005	54.5
met3	1309	18.3
met4	39	26.0
met5	-	0
-- power groups by stage --
stage / clock network [mW] / logic, mW / registers (mW)
4_1_cts: 28.5 / 12.5 / 32.2
5_1_grt: 29.3 / 13.3 / 32.8
6_report: 28.2 / 12.7 / 32.5
-- synth_stat cells, types with 8 or more instances --
master / number
nand4_1: 171
buf_6: 9
nor2_1: 79
clkbuf_1: 225
nand2b_1: 27
o21ai_0: 57
mux2_2: 1041
a211oi_1: 10
nor3_1: 43
o211ai_1: 11
inv_1: 11
dfrtp_1: 1156
a22o_1: 87
o2bb2ai_1: 12
and3b_1: 29
buf_1: 64
nand3_1: 660
a32o_1: 9
a32oi_1: 18
nor3b_1: 23
nand2_1: 90
a2bb2oi_1: 10
buf_4: 44
o2111ai_1: 9
a211o_1: 8
and4_1: 32
a22oi_1: 201
o22ai_1: 19
and3_1: 126
o32ai_1: 8
a31oi_1: 44
a221o_1: 13
nand3b_1: 18
nor2_2: 11
nor2b_1: 25
a221oi_1: 17
nor4_1: 51
a21oi_1: 121
a2111oi_0: 41
buf_2: 218
mux2i_1: 97
a222oi_1: 18
nand4b_1: 8
-- metrics by stage --
step | total power [mW] | setup TNS (ps)
finish | 73.4 | -277
global route | 75.4 | -92.2
CTS | 73.2 | -4430
detailed placement | 45.1 | -437360
global placement | 45.0 | -424200
floorplan | 36.4 | 0
-- critical path: cells and delay by family --
family	cells	cell delay, ps
AND-OR/OR-AND	3	900
buffers and inverters	5	1190
AND/OR/NAND/NOR	2	300
-- timing repair --
action                                  in CTS  in global routing
hold buffers                                62                  0
buffers inserted                             4                  1
gates resized                              196                 30
pin swaps                                    4                  1
hold endpoints to repair                    81                  0
cloned                                       0                  0
endpoints found under the setup margin     197                 29
No activity file was given, so power comes from the tool's default toggle rates.
